[flow/design.v]
 module ledDriver (greenDriver, redDriver, rowSink, redArray, greenArray, boardKey, clk);
	input boardKey, clk;
	input [7:0][7:0] redArray, greenArray;
	output reg [7:0] redDriver, greenDriver, rowSink;
	reg [2:0] count; 
	reg [19:0] slowClk;
	always @(posedge clk)
	begin
		slowClk = slowClk + 1;
	end
	always @(posedge slowClk[14])
	begin
		count <= count + 3'b001; 
	end
	always @(*)
	begin
		case (count[2:0]) 
				3'b000: rowSink = 8'b11111110; 
				3'b001: rowSink = 8'b11111101;
				3'b010: rowSink = 8'b11111011; 
				3'b011: rowSink = 8'b11110111; 
				3'b100: rowSink = 8'b11101111;
				3'b101: rowSink = 8'b11011111; 
				3'b110: rowSink = 8'b10111111; 
				3'b111: rowSink = 8'b01111111;
		endcase 
		redDriver = (~boardKey) ? redArray[count] : 8'b0;
		greenDriver = (boardKey) ? greenArray[count] : 8'b0;
	end
 endmodule
[flow/run.sh]
#!/bin/bash
# OpenROAD 26Q1-2900-gdf79404cd8, Yosys 0.63+post, stock flow scripts
make -C /OpenROAD-flow-scripts/flow DESIGN_CONFIG=/design/flow/config.mk WORK_HOME=/design/flow/orfs finish
[flow/config.mk]
export PLATFORM = sky130hd
export DESIGN_NAME = ledDriver
export DESIGN_NICKNAME = ledDriver
export VERILOG_FILES = /design/flow/design.v
export SDC_FILE = /design/flow/constraint.sdc
export NUM_CORES = 4
export LEC_CHECK = 1
export CORE_AREA = 10 10 104 104
export DIE_AREA = 0 0 114 114
[flow/constraint.sdc]
current_design ledDriver

set clk_period 2.6
set clk_io_pct 0.2

create_clock -name clk0 -period $clk_period [get_ports {clk}]

set non_clock_inputs [all_inputs -no_clocks]
set_input_delay [expr $clk_period * $clk_io_pct] -clock clk0 $non_clock_inputs
set_output_delay [expr $clk_period * $clk_io_pct] -clock clk0 [all_outputs]
==> flow_summary.toml <==
# implementation run metrics
[grt]
grt_first_pass_wirelength_um = 12900
grt_use_total_pct = 13.1
gr-total-overflow = 0
grt_max_degree = 25
grt_pass1_vias = 1956
antenna_found_initial = 0

[worst_setup_path]
r2r_slack_ps = 1220
r2r_start = "slowClk[2]$_DFF_P_"
crit_path_end_kind = "primary output"
crit_buf_inv = 2
worst_setup_path_start_kind = "primary input"
slowest_delay_ps = 480
crit_type = "in2out"
path_delay_family = "buffers and inverters"
crit_chain = "clkdlybuf4s50_1 -> mux4_2 -> nand2_1 -> a21boi_0 -> clkdlybuf4s50_1"
r2r_cells = 4
worstPathRequired_ps = 2080
cp_common_cell = "clkdlybuf4s50_1"
crit_cells = 5
cp-startpoint = "greenArray[61]"
slowest_stage = "mux4_2"
worstPathArrival_ps = 2020
critPathMaxFanout = 1

[final_timing]
finalCritPeriodShare_pct = 97.6
fmax_mhz = 394
postLayoutSetupSlackWorst_ps = 61.5
setup_violations = 0
untimed_endpoints = 19
hold_viol = 0
period_needed_ps = 2540
unclocked_pins = 11
tns_ps = 0
slew_viol_final = 0
worst_pin_slew_ps = 644
fin_skew_ps = 1.43
maxSlewHeadroom_pct = 56.8

[hold_path]
hold_path.class = "reg2reg"
hp-start = "slowClk[13]$_DFF_P_"
min_path_cells = 1

[floorplan]
core_area_sq_um = 8680
die_h_um = 114
die_x_um = 114
fp_util_pct = 21.9
die-area_sq_um = 13000
fp-row-count = 34
ios = 154

[placement]
dpl_cell_area_sq_um = 3530
port_buffers = 153
dp_slack_ps = 47.2
place.detailed.hpwl_um = 7570
place.gp.congestion = 0.883

[detailed_routing]
antennaDiodeCount = 0
vias_per_cell = 4.53
dr_total_vias = 1937
drt_first_pass_iters = 4
postRouteAntennaNets = 0
wl_um = 8840
drc = 0
routedWlPerCell_um = 20.7
drtIter0Drc = 67

[synth]
syn_area_sq_um = 1900
synth_flops = 26
ys_cells = 170
yosys_area_sq_um = 1900
ys_seq_share_pct = 27.4
syn_avg_cell_area_sq_um = 11.2
ys_types = 21
yosysWarnings = 1
syn_inst = 170

[power_and_ir_drop]
ir_drop_v = 0.000410
powerDensity_nw_per_um2 = 181
p_leak_nw = 1.18
p_total_mw = 0.650

[clock_network]
cts_resized = 0
cts_setup_buffers = 0
cts_tree = "done"
clk_latency_ps = 240
clk_pin_slew_ps = 60
htree_levels = 1
cts-root-buf = "clkbuf_8"
ctsHoldBuffers = 0
cts_buffers = 3
cts_buffer_depth = 2

[job]
tool_warnings = 29
drv_cap = 0

[cells_and_area]
layout-drive-gt1-share_pct = 15.0
synthToLayoutAreaGrowth_pct = 88.8
postLayoutCellArea_sq_um = 3580
utilization_pct = 41.3

[run_status]
status = "complete, no violations"
[report_power, final]
group	switching [mW]	internal, mW
sequential	0	0.230
clock	0.0748	0.106
combinational	0.0368	0.202
[final timing paths]
check	endpoint
worst max-delay path	greenDriver[5]
worst min-delay path	slowClk[13]$_DFF_P_
worst max register to register	slowClk[13]$_DFF_P_
worst min register to register	slowClk[13]$_DFF_P_
[cells in the mapped netlist (all sizes together)]
cell     n  area, sq um
a21oi    8         40.0
inv      4         15.0
mux4    32          721
and4     1         11.3
clkinv   1         3.75
nand2   45          169
nand3    3         15.0
xor2     2         17.5
ha       6         75.1
dfxtp   26          521
buf      8         57.6
nor2     3         11.3
xnor2   12          105
or3      1         6.26
and3     2         15.0
nand4    4         40.0
a21boi   8         60.1
clkbuf   4         15.0
[layout by cell type (no fill, tap or decap), types with 2 or more instances in the layout]
cell             instances
xor2_1                   2
a21oi_1                  8
clkbuf_8                 3
clkdlybuf4s50_1        153
nor2_1                   3
dfxtp_1                 25
ha_1                     6
inv_1                    4
nand2_1                 44
xnor2_1                 12
nand3_1                  3
a21boi_0                 6
nand4_1                  3
mux4_2                  32
and3_2                   2
buf_4                    5
[layout make-up]
cell class | instances | area [sq um]
Fill cell | 853 | 5090
Timing Repair Buffer | 158 | 1570
Multi-Input combinational cell | 127 | 1290
Sequential cell | 26 | 522
Tap cell | 108 | 135
Clock buffer | 3 | 41.3
Inverter | 5 | 18.8
Clock inverter | 1 | 5.00
[cell families (layout without fill, tap and decap cells)]
logic type      count (synthesis)  count (layout)  share of synthesized area, %
compound gates                 16              16                          5.27
xor+xnor                       14              14                          6.46
fa+ha+maj                       6               6                          3.96
buf+inv                        17             167                          4.81
flops                          26              26                          27.4
mux                            32              32                          38.0
simple gates                   59              59                          14.1
[layer usage]
layer / global-route usage (%) / up-vias / wire [um]
met3: 4.68 / 2 / 913
met1: 15.9 / 915 / 3350
met4: 0.668 / 0 / 42
li1: - / 927 / -
met5: 0 / - / 0
met2: 22.8 / 93 / 4540
[worst register-to-register path, cell delays in order (launching register included)]
cell     delay [ps]
dfxtp_1         400
and4_4          270
nand4_4         130
or3_1           340
xnor2_1         130
[state kept, by name (all words and copies together), names as in the netlist]
name     count
slowClk     15
count        3
rowSink      8
[metrics by stage]
step / hold slack, ps / instances
after floorplan: 424 / 170
after global placement: 447 / 424
after detailed placement: 452 / 424
after CTS: 463 / 428
after global routing: 479 / 428
final: 461 / 428
