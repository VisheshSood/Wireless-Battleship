==> flow/design.v <==
module sram (data, address, notOutEn, readnWrite, chipSelect);
    inout [7:0] data;
    input [10:0] address;
    input notOutEn, readnWrite, chipSelect;
    reg [7:0] ram [2047:0];
    assign data = (~notOutEn & ~chipSelect) ? ram[address] : 8'bz;
    always @(posedge readnWrite)
        if (~chipSelect)
            ram[address] <= data;
endmodule
==> flow/run.sh <==
#!/bin/bash
# OpenROAD 26Q1-2900-gdf79404cd8, Yosys 0.63+post, stock flow scripts
make -C /OpenROAD-flow-scripts/flow DESIGN_CONFIG=/design/flow/config.mk WORK_HOME=/design/flow/orfs finish
==> flow/config.mk <==
export PLATFORM = sky130hd
export DESIGN_NAME = sram
export DESIGN_NICKNAME = sram
export VERILOG_FILES = /design/flow/design.v
export SDC_FILE = /design/flow/constraint.sdc
export NUM_CORES = 4
export LEC_CHECK = 1
export CORE_UTILIZATION = 50
export SYNTH_MEMORY_MAX_BITS = 65536
==> flow/constraint.sdc <==
current_design sram

set clk_period 174.7
set clk_io_pct 0.2

create_clock -name clk0 -period $clk_period [get_ports {readnWrite}]

set non_clock_inputs [all_inputs -no_clocks]
set_input_delay [expr $clk_period * $clk_io_pct] -clock clk0 $non_clock_inputs
set_output_delay [expr $clk_period * $clk_io_pct] -clock clk0 [all_outputs]
==> reports/metrics.cfg <==
[synthesis]
synthArstFlopShare_pct = 0
netlist_instances = 34971
synth.top_cell.area_share_pct = 78.1
ys.flop_type = edfxtp_1
synth_top_cell_by_count = edfxtp_1
ys.flops = 16384
edf_count = 16384
top_area_cell = edfxtp_1
postSynthAreaPerCell_um2 = 18.0
synth-area-yosys_um2 = 630000
syn-cell-area_um2 = 630000
yosys.cell_types.count = 35
synthTopCellsByCount = edfxtp_1 (16384), mux2i_1 (8192), o22ai_1 (4096), nor2_1 (2052), buf_2 (1416)
ys_seq_share_pct = 78.1
topCellsByArea = edfxtp_1 (78%), mux2i_1 (13%), o22ai_1 (4.1%), nor2_1 (1.2%), nor4_1 (1.1%)
synth_warnings = 2
yosys-stat-cells = 34971

[cts]
post_cts_resize_count = 0
cts_buffers = 1720
clock_sinks = 16384
cts.htree.levels = 7
cts_hold_buffers = 0
cts_root_buffer = clkbuf_16
clock_path_buffers = 6
cts_setup_buffers = 0

[run_status]
outcome = stopped before the end
firstError = [error] [KeplerFormal.cpp:679] Workflow failed: Iso has multiple drivers: .data5, place2818.X0
lastStage = clock tree synthesis (4_1_cts)

[place]
io_buffers = 12
dp_cells = 50777
place_area_um2 = 651000
place.gp.congestion = 0.916
place_hpwl_um = 1100000

[die]
ios = 22
die_w_um = 1120
die_height_um = 1120
row_count = 411
fp-utilization_pct = 50.2

## per-stage QoR
step	setup WS [ps]	total power, uW
global placement	94300	5180
floorplan	72660	4620
detailed placement	94210	5120
## logic make-up after synthesis
group	Yosys count	share of synthesized area (%)
mux	8192	13.0
simple gates	3455	2.56
flops	16384	78.1
compound gates	4648	4.52
buf+inv	2292	1.78
Power and IR drop assume default switching activity.
